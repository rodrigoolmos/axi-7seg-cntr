<file path="design/flow/design.v">
module axi_7seg_cntr #(
    parameter int unsigned NDISP = 8,  
    parameter bit unsigned MODE_DISP  = 1,  
    parameter bit unsigned MODE_SEG   = 0,  
    parameter int unsigned CLK_FREQ_HZ = 100_000_000,
    parameter int unsigned DIGIT_REFRESH_HZ = 1000,
    parameter int unsigned ADDR_WIDTH = 3,
    parameter int unsigned DATA_WIDTH = 32
) (
    input  logic                     clk,
    input  logic                     nrst,
    input  logic [ADDR_WIDTH-1:0]    awaddr,
    input  logic [2:0]               awprot,
    input  logic                     awvalid,
    output logic                     awready,
    input  logic [DATA_WIDTH-1:0]    wdata,
    input  logic [DATA_WIDTH/8-1:0]  wstrb,
    input  logic                     wvalid,
    output logic                     wready,
    output logic [1:0]               bresp,
    output logic                     bvalid,
    input  logic                     bready,
    input  logic [ADDR_WIDTH-1:0]    araddr,
    input  logic [2:0]               arprot,
    input  logic                     arvalid,
    output logic                     arready,
    output logic [DATA_WIDTH-1:0]    rdata,
    output logic [1:0]               rresp,
    output logic                     rvalid,
    input  logic                     rready,
    output logic [NDISP-1:0]         seg,
    output logic [6:0]               ABDCEFG,
    output logic                     DP
);
    logic [ADDR_WIDTH-1:0]    araddr_reg;
    logic [ADDR_WIDTH-1:0]    awaddr_reg;
    logic [DATA_WIDTH-1:0]    wdata_reg;
    logic [NDISP-1:0]           display_enable;
    logic [3:0]                 data_displays[NDISP-1:0];
    logic                       data_dp[NDISP-1:0];
    logic [$clog2(NDISP)-1:0]   digit_display;
    logic [3:0]                 digit_displayed;
    localparam int unsigned REFRESH_TICKS =
        ((CLK_FREQ_HZ / (NDISP * DIGIT_REFRESH_HZ)) > 0) ? (CLK_FREQ_HZ / (NDISP * DIGIT_REFRESH_HZ)) : 1;
    localparam int unsigned REFRESH_COUNTER_MAX = REFRESH_TICKS - 1;
    localparam int unsigned REFRESH_COUNTER_WIDTH =
        (REFRESH_TICKS > 1) ? $clog2(REFRESH_TICKS) : 1;
    logic [REFRESH_COUNTER_WIDTH-1:0] refresh_counter;
    logic                       end_of_count;
    localparam ADDR_SEG  = 0;
    localparam ADDR_DP   = 4;
    typedef enum logic {
        IDLE_READ,
        READ_DATA
    } state_read;
    state_read state_r;
    always_ff @(posedge clk or negedge nrst) begin
        if (!nrst) begin
            arready     <= 0;
            araddr_reg  <= 0;
            rdata       <= 0;
            rresp       <= 0;
            rvalid      <= 0;
            state_r     <= IDLE_READ;
        end else begin
            case (state_r)
                IDLE_READ: begin
                    arready     <= 1;
                    if (arvalid && arready) begin
                        araddr_reg  <= araddr;
                        state_r     <= READ_DATA;
                        arready <= 0;
                    end
                end
                READ_DATA: begin
                    rvalid  <= 1;
                    rresp   <= 0;
                    rdata   <= 0;
                    if (araddr_reg == ADDR_SEG) begin
                        for (int i = 0; i < NDISP; i++) begin
                            rdata[(i*4)+:4] <= data_displays[i];
                        end
                    end else if (araddr_reg == ADDR_DP) begin
                        for (int i = 0; i < NDISP; i++) begin
                            rdata[i] <= data_dp[i];
                        end
                    end
                    if (rready && rvalid) begin
                        rvalid  <= 0;
                        state_r <= IDLE_READ;
                    end
                end
                default: begin
                    state_r <= IDLE_READ;
                end
            endcase
        end
    end
    typedef enum logic [1:0] {
        IDLE_WRITE,
        HAVE_AW,
        HAVE_W,
        RESP
    } state_write;
    state_write state_w;
    always_ff @(posedge clk or negedge nrst) begin
        if (!nrst) begin
            awready     <= 0;
            wready      <= 0;
            bvalid      <= 0;
            bresp       <= 0;
            awaddr_reg  <= 0;
            wdata_reg   <= 0;
            state_w     <= IDLE_WRITE;
            data_displays   <= '{default: '0};
            data_dp        <= '{default: '0};
        end else begin
            case (state_w)
                IDLE_WRITE: begin
                    awready <= 1;
                    wready  <= 1;
                    if ((wvalid && wready) && (awvalid && awready)) begin
                        wdata_reg   <= wdata;
                        awaddr_reg  <= awaddr;
                        wready      <= 0;
                        awready     <= 0;
                        state_w     <= RESP;
                    end else if (awvalid && awready) begin
                        awaddr_reg  <= awaddr;
                        awready     <= 0;
                        state_w     <= HAVE_AW;
                    end else if (wvalid && wready) begin
                        wdata_reg   <= wdata;
                        wready      <= 0;
                        state_w     <= HAVE_W;
                    end
                end
                HAVE_AW: begin
                    wready  <= 1;
                    if (wvalid && wready) begin
                        wdata_reg   <= wdata;
                        wready      <= 0;
                        state_w     <= RESP;
                    end
                end
                HAVE_W: begin
                    awready <= 1;
                    if (awvalid && awready) begin
                        awaddr_reg  <= awaddr;
                        awready     <= 0;
                        state_w     <= RESP;
                    end
                end
                RESP: begin
                    if (awaddr_reg == ADDR_SEG) begin
                        for (int i = 0; i < NDISP; i++) begin
                            data_displays[i] <= wdata_reg[(i*4)+:4];
                        end
                    end else if (awaddr_reg == ADDR_DP) begin
                        for (int i = 0; i < NDISP; i++) begin
                            data_dp[i] <= wdata_reg[i];
                        end
                    end
                    bvalid  <= 1;
                    bresp   <= 0;
                    if (bready && bvalid) begin
                        bvalid  <= 0;
                        state_w <= IDLE_WRITE;
                    end
                end
                default: begin
                    state_w <= IDLE_WRITE;
                end
            endcase
        end
    end
    always_ff @(posedge clk or negedge nrst) begin
        if (!nrst) begin
            refresh_counter <= '0;
        end else if (end_of_count) begin
            refresh_counter <= '0;
        end else begin
            refresh_counter <= refresh_counter + 1;
        end
    end
    assign end_of_count = (refresh_counter == REFRESH_COUNTER_MAX);
    always_ff @(posedge clk or negedge nrst) begin
        if (!nrst) begin
            digit_display <= 0;
        end else if (end_of_count) begin
            if (digit_display == NDISP - 1) begin
                digit_display <= 0;
            end else begin
                digit_display <= digit_display + 1;
            end
        end
    end
    always_ff @(posedge clk or negedge nrst) begin
        if (!nrst) begin
            display_enable <= {NDISP{1'b0}};
            display_enable[0] <= 1'b1;
        end else if (end_of_count) begin
            display_enable <= {display_enable[NDISP-2:0], display_enable[NDISP-1]};
        end
    end
    always_comb begin
        digit_displayed = data_displays[digit_display];
        seg = {NDISP{MODE_DISP}} ^ display_enable;
        DP = MODE_SEG ^ data_dp[digit_display];
        case (digit_displayed)
            4'h0: ABDCEFG = {7{MODE_SEG}} ^ 7'b0000001;
            4'h1: ABDCEFG = {7{MODE_SEG}} ^ 7'b1001111;
            4'h2: ABDCEFG = {7{MODE_SEG}} ^ 7'b0010010;
            4'h3: ABDCEFG = {7{MODE_SEG}} ^ 7'b0000110;
            4'h4: ABDCEFG = {7{MODE_SEG}} ^ 7'b1001100;
            4'h5: ABDCEFG = {7{MODE_SEG}} ^ 7'b0100100;
            4'h6: ABDCEFG = {7{MODE_SEG}} ^ 7'b0100000;
            4'h7: ABDCEFG = {7{MODE_SEG}} ^ 7'b0001111;
            4'h8: ABDCEFG = {7{MODE_SEG}} ^ 7'b0000000;
            4'h9: ABDCEFG = {7{MODE_SEG}} ^ 7'b0000100;
            4'hA: ABDCEFG = {7{MODE_SEG}} ^ 7'b0001000;
            4'hB: ABDCEFG = {7{MODE_SEG}} ^ 7'b1100000;
            4'hC: ABDCEFG = {7{MODE_SEG}} ^ 7'b0110001;
            4'hD: ABDCEFG = {7{MODE_SEG}} ^ 7'b1000010;
            4'hE: ABDCEFG = {7{MODE_SEG}} ^ 7'b0110000;
            4'hF: ABDCEFG = {7{MODE_SEG}} ^ 7'b0111000;
            default: ABDCEFG = 7'b0000000;
        endcase
    end
endmodule
</file>
<file path="design/flow/run.sh">
#!/bin/bash
# OpenROAD 26Q1-2900-gdf79404cd8, Yosys 0.63+post, stock flow scripts
make -C /OpenROAD-flow-scripts/flow DESIGN_CONFIG=/design/flow/config.mk WORK_HOME=/design/flow/orfs finish
</file>
<file path="design/flow/config.mk">
export PLATFORM = sky130hd
export DESIGN_NAME = axi_7seg_cntr
export DESIGN_NICKNAME = axi_7seg_cntr
export VERILOG_FILES = /design/flow/design.v
export SDC_FILE = /design/flow/constraint.sdc
export NUM_CORES = 4
export LEC_CHECK = 1
export CORE_UTILIZATION = 30
export SYNTH_HDL_FRONTEND = slang
</file>
<file path="design/flow/constraint.sdc">
current_design axi_7seg_cntr

set clk_period 5.4
set clk_io_pct 0.2

create_clock -name clk0 -period $clk_period [get_ports {clk}]

set non_clock_inputs [all_inputs -no_clocks]
set_input_delay [expr $clk_period * $clk_io_pct] -clock clk0 $non_clock_inputs
set_output_delay [expr $clk_period * $clk_io_pct] -clock clk0 [all_outputs]
</file>
==> reports/results.md <==
| Item | This run | Unit |
|---|---|---|
| Result of the run | completed | - |
| Mean number of vias per cell | 4.68 | - |
| Largest buffer count on any clock path | 2 | - |
| Min-Delay Endpoint | refresh_counter[0] | - |
| Source of the worst hold timing path | refresh_counter[0] | - |
| Worst slack after detailed placement | 961 | ps |
| # clock sinks | 145 | - |
| Proportion of synthesized chip area in sequential cells | 57.2 | % |
| Share of flip-flops with an asynchronous set or reset | 100 | % |
| YS chip area | 6350 | µm² |
| Residual DRC | 0 | - |
| R2r startpoint | refresh_counter[0] | - |
| Leading cell type in the layout, fill and taps excluded | sky130_fd_sc_hd__dfrtp_1 | - |
| Worst hold path depth | 1 | - |
| Vias in the first global route | 4,220 | - |
| Area used by sequential logic in the layout | 3630 | µm² |
| Predominant post-synthesis flop cell | sky130_fd_sc_hd__dfrtp_1 | - |
| Initial Util | 31.0 | % |
| Initial antenna violation count | 1 | - |
| R2R Path End | display_enable[3] | - |
| Slack of the worst reg-to-reg path | 3240 | ps |
| Class of the tightest hold or removal check | reg -> reg | - |
| Wire length per cell after detailed routing | 15.1 | µm |
| Worst slew margin relative to its limit | 39.2 | % |
| Setup Fix Bufs, Post-CTS | 0 | - |
| Count of cells along the worst register-to-register path | 4 | - |
| Yosys cell count | 507 | - |
| Clock tree from TritonCTS | built | - |
| Cells resized by post-CTS repair | 0 | - |
| Slew Limit Fails | 0 | - |
| Setup-violating endpoint count in the final report | 0 | - |
| Global-route total usage across every layer | 13.2 | % |
| FMAX | 207 | MHz |
| Power Density | 319 | nW/µm² |
| Leakage power figure | 3.73 | nW |
| CTS Hold Bufs | 0 | - |
| Maximum ir drop on the vdd rail | 0.000206 | V |
| Syn Std Cell Area | 6350 | µm² |
| Max Clock Skew | 7.82 | ps |
| Data required time of the critical path | 4320 | ps |
| Setup repair after global routing missed its margin | false | - |
| Violation count after the first detailed-routing iteration | 258 | - |
| Total number of vias | 4,163 | - |
| Total inserted antenna cells | 0 | - |
| Global-route wire length before repair | 22,000 | µm |
| Post-synth area hogs | sky130_fd_sc_hd__dfrtp_1 56%, sky130_fd_sc_hd__mux2_2 14%, sky130_fd_sc_hd__mux4_1 3.3% | - |
| Post-synth EDFFs | 0 | - |
| GPL Wtd Cong | 0.817 | - |
| Crit path arrival time | 3760 | ps |
| Die X-Extent | 147 | µm |
| CTS clk-pin slew, worst paths | 60 | ps |
| Share of layout cells above drive strength 1 | 21.6 | % |
| Clk latency of the worst-skew pair | 420 | ps |
| Setup TNS | 0 | ps |
| Sort of element at the end of the critical path | primary output | - |
| Stage-log warning count | 40 | - |
| Area growth from synthesis to final layout | 28.9 | % |
| Avg Cell Area, Syn | 12.5 | µm² |
| Cell count after synthesis | 507 | - |
| HPWL after detailed placement | 9130 | µm |
| Yosys Warn Count | 0 | - |
| Slew at the pin closest to its max-slew limit | 911 | ps |
| Cell type with the highest aggregate area in the netlist | sky130_fd_sc_hd__dfrtp_1 | - |
| Final critical-path setup slack | 561 | ps |
| # Max-Cap Violations | 0 | - |
| Depth of the CTS H-tree | 4 | - |
| Post-synth top area share | 56.4 | % |
| Final critical-path share of the clock period | 89.6 | % |
| Pre-Repair DR Iteration Count | 4 | - |
| DIE AREA | 21,700 | µm² |
| Count of buffers from port buffering | 97 | - |
| Hold violation total from the final report | 0 | - |
| Register bit count reported by yosys | 145 | - |
| Filler instances | 1,875 | - |
| Critical path type | reg -> out | - |
| Row count | 52 | - |
| Area occupied by multi-input gates | 2450 | µm² |
| Critical Path Source Type | flip-flop | - |
| Core area | 20,500 | µm² |
| Number of clock buffers inserted by TritonCTS | 17 | - |
| Root Buffer | sky130_fd_sc_hd__clkbuf_16 | - |
| Top-level port count | 112 | - |
| Max FO, Critical Path | 13 | - |
| DRT antenna net count | 0 | - |
| Gr ovfl total | 0 | - |
| Commonest non-fill, non-tap cells in the layout | 142 x sky130_fd_sc_hd__dfrtp_1, 96 x sky130_fd_sc_hd__clkdlybuf4s50_1, 80 x sky130_fd_sc_hd__mux2_2 | - |
| Pin count of the biggest net entering global routing | 68 | - |
| Min Clock Period, post-route | 4840 | ps |
| Die Height | 147 | µm |
| Unique cell type count in the Yosys netlist | 50 | - |
| Overall power of the completed layout | 2.61 | mW |
| Detailed-route wire length | 13,400 | µm |
[worst max path at each step]
stage,startpoint,endpoint,slack [ps],depth (start not counted)
6_report,digit_display[0],ABDCEFG[2],560,7
5_1_grt,digit_display[0],ABDCEFG[2],330,7
4_1_cts,digit_display[0],ABDCEFG[2],500,7
[layout make-up]
cell class	instances	share of cell area, %
clock buffer	20	5.70
clock inverter	12	1.33
inverter	38	1.74
multi-input combinational	298	30.0
sequential	145	44.4
tap	270	4.13
timing repair buffer	106	12.7
[power by group]
group	switching (mW)	internal, mW
clock	0.447	0.669
combinational	0.180	0.137
sequential	0.0333	1.14
[layer usage]
metal / vias up / track usage, % / share of wire, %
li1: 1989 / - / -
met1: 2053 / 20.6 / 47
met2: 99 / 19.3 / 45
met3: 20 / 3.72 / 5.8
met4: 2 / 2.32 / 2.1
met5: - / 0 / 0.097
[per-stage QoR]
stage / util [%] / std cells / instance area [µm²] / hold slack, ps
floorplan: - / 510 / 6360 / 424
global route: 39.9 / 889 / 8180 / 486
finish: 39.9 / 889 / 8180 / 458
CTS: 39.9 / 889 / 8180 / 463
global placement: 37.1 / 857 / 7610 / 438
detailed placement: 37.1 / 857 / 7610 / 455
[synthesized netlist by cell type (all sizes together) (3+ instances only)]
cell type and instances:
inv 38, o21ai 36, mux4 10, nand4 3, a22oi 9, nor2 17
nand3 32, clkbuf 16, xor2 5, mux2i 10, xnor2 7, buf 13
and3 3, dfrtp 143, nor3 4, mux2 81, ha 9, a21oi 11
nor4b 3, nand2 27
[cell families after synthesis]
family / count (synthesis) / share of synthesized area, %
xor+xnor: 12 / 1.66
flops: 145 / 57.2
compound gates: 71 / 6.66
other cells: 1 / 0.0591
mux: 101 / 20.3
buf+inv: 67 / 4.47
simple gates: 101 / 7.89
fa+ha+maj: 9 / 1.77
[critical path: stages, from the launching register on]
cell and delay (ps):
sky130_fd_sc_hd__dfrtp_1 770, sky130_fd_sc_hd__mux4_1 670, sky130_fd_sc_hd__mux2i_1 570, sky130_fd_sc_hd__inv_1 200, sky130_fd_sc_hd__ha_1 220, sky130_fd_sc_hd__mux2_2 260
sky130_fd_sc_hd__o21ai_0 160, sky130_fd_sc_hd__clkdlybuf4s50_1 480
Power figures rest on the tool's default switching activity, not on a simulated workload.
